## constraint.sdc

```tcl
current_design n_digit_bcd_adder_ripple

set clk_period 5.1
set clk_io_pct 0.2

create_clock -name clk0 -period $clk_period [get_ports {clk}]

set non_clock_inputs [all_inputs -no_clocks]
set_input_delay [expr $clk_period * $clk_io_pct] -clock clk0 $non_clock_inputs
set_output_delay [expr $clk_period * $clk_io_pct] -clock clk0 [all_outputs]
```

## run.sh

```bash
#!/bin/bash
# OpenROAD 26Q1-2900-gdf79404cd8, Yosys 0.63+post, stock flow scripts
make -C /OpenROAD-flow-scripts/flow DESIGN_CONFIG=/design/flow/config.mk WORK_HOME=/design/flow/orfs finish
```

## design.v

```verilog
module bcd_ripple_adder(a, b, cin, s, carry);
    input [3:0] a, b;
    input cin;
    output [3:0] s;
    output carry;
    wire [3:0] Q;
    wire cout, ignoredCout;
    wire [3:0] correction = 4'b0110;
    ripple_adder ra1(a, b, cin, Q, cout);
    assign carry = cout | (Q[3] & (Q[2] | Q[1]));   
    wire [3:0] over9handle = carry ? correction : 4'b0000;
    ripple_adder ra2(Q, over9handle, 1'b0, s, ignoredCout);
endmodule
module full_adder(a, b, cin, sum, cout);
    input a, b, cin;
    output sum, cout;
    wire xor1_out, and1_out, and2_out;
    xor #15 xor1(xor1_out, a, b);
    xor #15 xor2(sum, xor1_out, cin);
    and #11 and1(and1_out, a, b);
    and #11 and2(and2_out, xor1_out, cin);
    or  #11 or1(cout, and1_out, and2_out);
endmodule
module n_digit_bcd_adder_ripple(clk, rst, A_in, B_in, Cin_in, Sum_out, Cout_out);
    parameter N = 2;
    input [4*N-1:0] A_in, B_in;
    input Cin_in, clk, rst;
    output reg [4*N-1:0] Sum_out;
    output reg Cout_out;
    reg [4*N-1:0] A_reg, B_reg;
    reg Cin_reg;
    wire [4*N-1:0] Sum_wire;
    wire Cout_wire;
    wire [N:0] carry;
    assign carry[0] = Cin_reg;
    always @(posedge clk or posedge rst) begin
        if (rst) begin
            A_reg <= 0;
            B_reg <= 0;
            Cin_reg <= 0;
        end else begin
            A_reg <= A_in;
            B_reg <= B_in;
            Cin_reg <= Cin_in;
        end
    end
    always @(posedge clk or posedge rst) begin
        if (rst) begin
            Sum_out <= 0;
            Cout_out <= 0;
        end else begin
            Sum_out <= Sum_wire;
            Cout_out <= Cout_wire;
        end
    end
    wire [4*N-1:0] s_wires;
    assign Sum_wire = s_wires;
    assign Cout_wire = carry[N];
    genvar j;
    generate
        for (j = 0; j < N; j = j + 1) begin : bcd_digit_adders
            wire [3:0] a_bits = A_reg[4*j+3 : 4*j];
            wire [3:0] b_bits = B_reg[4*j+3 : 4*j];
            wire [3:0] s_bits;
            wire c_in = carry[j];
            wire c_out;
            bcd_ripple_adder bcd_adder(a_bits, b_bits, c_in, s_bits, c_out);
            assign s_wires[4*j+3 : 4*j] = s_bits;
            assign carry[j+1] = c_out;
        end
    endgenerate
endmodule
module ripple_adder(a, b, cin, sum, cout);
    input [3:0] a, b;
    input cin;
    output [3:0] sum;
    output cout;
    wire c1, c2, c3;
    full_adder fa0(a[0], b[0], cin,  sum[0], c1);
    full_adder fa1(a[1], b[1], c1,   sum[1], c2);
    full_adder fa2(a[2], b[2], c2,   sum[2], c3);
    full_adder fa3(a[3], b[3], c3,   sum[3], cout);
endmodule
```

## config.mk

```make
export PLATFORM = sky130hd
export DESIGN_NAME = n_digit_bcd_adder_ripple
export DESIGN_NICKNAME = n_digit_bcd_adder_ripple
export VERILOG_FILES = /design/flow/design.v
export SDC_FILE = /design/flow/constraint.sdc
export NUM_CORES = 4
export LEC_CHECK = 1
export CORE_AREA = 10 10 100 100
export DIE_AREA = 0 0 110 110
```

==> results.toml <==
# generated from flow reports
[clocking]
cts_tree = "yes"
htreeDepth = 1
cts_sinks = 26
root_buffer = "clkbuf_8"
worstSkewPairLatency_ps = 260
clockBufferDepth = 2
post_cts_resized = 0
cts_made_buffers = 3
path_clk_slew_ps = 90

[global_routing]
grt_pass1_vias = 575
grt_pass1_wl_um = 2860
grt-ovfl-total = 0
grtUsageTotal = 0.0298
antenna_found_initial = 0
grt_max_degree = 27

[timing]
layout_min_cycle_time_ps = 4840
rsz0062_at_grt = "no"
slew_headroom = 0.786
fin_skew_ps = 4.56
worstMarginPinSlew_ps = 321
maxSlewViolCount = 0
finalHoldWorstSlack_ps = 537
setup_violations = 0
hold_violations = 0
finalCritPeriodShare = 0.948
setup_ws_ps = 263
max_freq_mhz = 207
setup_tns_ps = 0

[worst_setup_path]
arrival_ps = 4990
critPathMaxStageDelay_ps = 530
crit_chain = "inv_1 -> fa_1 -> fa_1 -> inv_1 -> fa_1 -> fa_1 -> a21o_1 -> fa_1 -> fa_1 -> inv_1 -> fa_1 -> inv_1 -> fa_1 -> a21o_1 -> ha_1 -> inv_1 -> fa_1 -> xnor2_1"
crit_path_end_kind = "flip-flop"
cp_max_fo = 3
reg2reg_depth = 18
required_ps = 5260
worst_setup_path_start_kind = "flip-flop"
crit_slowest_cell = "fa_1"
path_class = "reg2reg"
cpMostUsedCell = "fa_1"

[detailed_routing]
vias = 500
drc = 0
initialDrtViolationCount = 14
diodes = 0
ant_nets = 0
dr.pass1.iters = 2
vias_per_cell = 2.51
wl_per_cell_um = 8.70
finalWirelength_um = 1730

[yosys]
ys_chip_area_mm2 = 0.00101
synth_cell_types = 8
yosys_register_bits = 26
syn_inst = 64
syn_area_mm2 = 0.00101
yosys-stat-cells = 64
synth_warnings = 1
avgSynthCellArea_um2 = 15.8
postSynthSeqShare = 0.642

[placement]
dpl.hpwl_um = 1450
place.port_buffers = 27
dpl-instance-area_mm2 = 0.00142
pre_cts_ws_ps = 101
routabilityCongestion = 0.692

[power]
p_switching_w = 0.000118
ir_drop_mv = 0.0929
power_frac_comb = 0.273
p_leak_nw = 0.660
pwr-share-seq = 0.479
sw_frac_of_total = 0.226
power.density_mw_per_mm2 = 351
clockPowerShare = 0.249
internal-power_w = 0.000402

[run_status]
status = "completed"

[final_layout]
drive_gt1_frac = 0.0825
postLayoutCellArea_mm2 = 0.00148
area_growth_pct = 46.2
utilization = 0.190

[die]
die_w_um = 110
core-area_mm2 = 0.00781
die_y_um = 110
design.portCount = 28
initCoreUtil = 0.130
row_count = 32
dieArea_mm2 = 0.0121

[worst_hold_path]
whs_path_depth = 1
worstHoldPathType = "reg2reg"

[flow_run]
drv_cap = 0
warnings = 25
## power groups by stage
stage / Sequential (W) / Combinational (W) / Clock (W)
final: 0.000249 / 0.000142 / 0.000129
after global routing: 0.000252 / 0.000164 / 0.000146
after CTS: 0.000249 / 0.000147 / 0.000137
## repair_timing
item	in CTS	in global routing
endpoints found under the setup margin	0	2
setup buffers	0	1
hold buffers	0	0
## synth_stat cells
cell,number,area share
inv_1,18,0.067
fa_1,10,0.20
a21o_1,2,0.015
dfrtp_1,26,0.64
xnor2_1,2,0.017
ha_1,2,0.025
a21oi_1,2,0.0099
nand2b_4,2,0.027
## path summary, 6_finish.rpt
check,startpoint,end,slack (ps)
min reg2reg,A_reg[4],Sum_out[4],540
max in group asynchronous,rst,B_reg[3],3750
max,Cin_reg,Sum_out[7],260
min,A_reg[4],Sum_out[4],540
max reg2reg,Cin_reg,Sum_out[7],260
min in group asynchronous,rst,Sum_out[1],1110
## critical path: cells and delay by family (launching register included)
kind,cells,cell delay (ps)
compound gates,2,350
buf+inv,5,330
xor+xnor,1,130
fa+ha+maj,10,3590
flops,1,330
## routing by layer
layer	up-vias	share of wire	track usage
li1	248	-	-
met1	233	0.46	0.0403
met2	17	0.42	0.0423
met3	2	0.091	0.0135
met4	0	0.027	0.00836
met5	-	0	0
## through the flow
| stage | instances | power [W] |
|---|---|---|
| after floorplan | 64 | 0.000310 |
| final | 199 | 0.000520 |
| after CTS | 198 | 0.000534 |
| after global placement | 194 | 0.000400 |
| after detailed placement | 194 | 0.000401 |
| after global routing | 199 | 0.000562 |
## area by class of cell
class,count,area (um^2)
Inverter,18,67.6
Clock buffer,4,55.1
Fill cell,844,6330
Tap cell,102,128
Timing Repair Buffer,29,285
Multi-Input combinational cell,20,295
Sequential cell,26,651
## layout by cell type (no fill, tap or decap), drive strengths merged
master,instances
buf,2
a21oi,2
a21o,2
fa,10
xnor2,2
clkdlybuf4s50,27
inv,18
nand2b,2
ha,2
clkbuf,4
dfrtp,26
## kinds of logic (layout without fill, tap and decap cells)
| group | count (synthesis) | count (layout) | synth area share |
|---|---|---|---|
| buffers and inverters | 18 | 51 | 0.0667 |
| AND/OR/NAND/NOR | 2 | 2 | 0.0272 |
| adder cells (fa/ha/maj) | 12 | 12 | 0.222 |
| flip-flops | 26 | 26 | 0.642 |
| XOR/XNOR | 2 | 2 | 0.0173 |
| AND-OR/OR-AND | 4 | 4 | 0.0247 |
Power and IR drop assume default switching activity.
