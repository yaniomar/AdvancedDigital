==> design/flow/design.v <==
module bcd_cla_adder(a, b, cin, s, carry);
    input [3:0] a, b;
    input cin;
    output [3:0] s;
    output carry;
    wire [3:0] Q;
    wire cout, ignoredCout;
    cla_adder cla1(a, b, cin, Q, cout);
    wire condition1, condition2;
    and #11 a1(condition1, Q[3], Q[2]);
    and #11 a2(condition2, Q[3], Q[1]);
    or  #11 over9(Q_gt_9, condition1, condition2);
    or  #11 c_out(carry, cout, Q_gt_9);
    wire [3:0] correction = carry ? 4'b0110 : 4'b0000;
    cla_adder cla2(Q, correction, 1'b0, s, ignoredCout);
endmodule
module cla_adder(A, B, Cin, Sum, Cout);
    input [3:0] A, B;
    input Cin;
    output [3:0] Sum;
    output Cout;
    wire [3:0] G, P, C;
    and #11 g0(G[0], A[0], B[0]);
    and #11 g1(G[1], A[1], B[1]);
    and #11 g2(G[2], A[2], B[2]);
    and #11 g3(G[3], A[3], B[3]);
    xor #15 p0(P[0], A[0], B[0]);
    xor #15 p1(P[1], A[1], B[1]);
    xor #15 p2(P[2], A[2], B[2]);
    xor #15 p3(P[3], A[3], B[3]);
    assign C[0] = Cin;
    wire c1_part;
    and #11 a1(c1_part, P[0], Cin);
    or  #11 o1(C[1], G[0], c1_part);
    wire c2_p1, c2_p2;
    and #11 a2_1(c2_p1, P[1], G[0]);
    and #11 a2_2(c2_p2, P[1], P[0], Cin);
    or  #11 o2(C[2], G[1], c2_p1, c2_p2);
    wire c3_p1, c3_p2, c3_p3;
    and #11 a3_1(c3_p1, P[2], G[1]);
    and #11 a3_2(c3_p2, P[2], P[1], G[0]);
    and #11 a3_3(c3_p3, P[2], P[1], P[0], Cin);
    or  #11 o3(C[3], G[2], c3_p1, c3_p2, c3_p3);
    wire co1, co2, co3, co4;
    and #11 a4_1(co1, P[3], G[2]);
    and #11 a4_2(co2, P[3], P[2], G[1]);
    and #11 a4_3(co3, P[3], P[2], P[1], G[0]);
    and #11 a4_4(co4, P[3], P[2], P[1], P[0], Cin);
    or  #11 o4(Cout, G[3], co1, co2, co3, co4);
    xor #15 s0(Sum[0], P[0], C[0]);
    xor #15 s1(Sum[1], P[1], C[1]);
    xor #15 s2(Sum[2], P[2], C[2]);
    xor #15 s3(Sum[3], P[3], C[3]);
endmodule
module n_digit_bcd_adder(clk, rst, A_in, B_in, Cin_in, Sum_out, Cout_out);
    parameter N = 2;
    input [4*N-1:0] A_in, B_in;
    input Cin_in, clk, rst;
    output reg [4*N-1:0] Sum_out;
    output reg Cout_out;
    reg [4*N-1:0] A_reg, B_reg;
    reg Cin_reg;
    wire [4*N-1:0] Sum_wire;
    wire Cout_wire;
    wire [N:0] carry;
    assign carry[0] = Cin_reg;
    always @(posedge clk or posedge rst) begin
        if (rst) begin
            A_reg <= 0;
            B_reg <= 0;
            Cin_reg <= 0;
        end else begin
            A_reg <= A_in;
            B_reg <= B_in;
            Cin_reg <= Cin_in;
        end
    end
    always @(posedge clk or posedge rst) begin
        if (rst) begin
            Sum_out <= 0;
            Cout_out <= 0;
        end else begin
            Sum_out <= Sum_wire;
            Cout_out <= Cout_wire;
        end
    end
    wire [4*N-1:0] s_wires;
    assign Sum_wire = s_wires;
    assign Cout_wire = carry[N];
    genvar j;
    generate
        for (j = 0; j < N; j = j + 1) begin : bcd_digit_adders
            wire [3:0] a_bits = A_reg[4*j+3 : 4*j];
            wire [3:0] b_bits = B_reg[4*j+3 : 4*j];
            wire [3:0] s_bits;
            wire c_in = carry[j];
            wire c_out;
            bcd_cla_adder bcd_adder(a_bits, b_bits, c_in, s_bits, c_out);
            assign s_wires[4*j+3 : 4*j] = s_bits;
            assign carry[j+1] = c_out;
        end
    endgenerate
endmodule
==> design/flow/run.sh <==
#!/bin/bash
# OpenROAD 26Q1-2900-gdf79404cd8, Yosys 0.63+post, stock flow scripts
make -C /OpenROAD-flow-scripts/flow DESIGN_CONFIG=/design/flow/config.mk WORK_HOME=/design/flow/orfs finish
==> design/flow/config.mk <==
export PLATFORM = sky130hd
export DESIGN_NAME = n_digit_bcd_adder
export DESIGN_NICKNAME = n_digit_bcd_adder
export VERILOG_FILES = /design/flow/design.v
export SDC_FILE = /design/flow/constraint.sdc
export NUM_CORES = 4
export LEC_CHECK = 1
export CORE_AREA = 10 10 114 114
export DIE_AREA = 0 0 124 124
==> design/flow/constraint.sdc <==
current_design n_digit_bcd_adder

set clk_period 4.4
set clk_io_pct 0.2

create_clock -name clk0 -period $clk_period [get_ports {clk}]

set non_clock_inputs [all_inputs -no_clocks]
set_input_delay [expr $clk_period * $clk_io_pct] -clock clk0 $non_clock_inputs
set_output_delay [expr $clk_period * $clk_io_pct] -clock clk0 [all_outputs]
==> impl_metrics.csv <==
group,metric,value,unit
run_status,status,"completed",
logic_synthesis,synth-adder-area-share,16.5,%
drt,wire_per_inst,9.95,um
clocking,cts_buffer_depth,2,
power,total_power,689,uW
logic_synthesis,yosys_area,0.00125,mm2
timing,worst_slew_pin_slew,0.360,ns
drt,initialDrtViolationCount,37,
worst_hold_path,min_path_type,"reg2reg",
die,die-area,0.0154,mm2
drt,dr.pass1.iters,4,
setup_path,worst-setup-path-type,"reg2reg",
logic_synthesis,yosys.area.top_type,"dfrtp_1",
die,coreArea,0.0104,mm2
logic_synthesis,ys_sh_aoi,11.2,%
logic_synthesis,synth-xor-area-share,5.62,%
setup_path,r2r-end,"Sum_out[7]",
die,floorplan.core_util,12.0,%
global_routing,grt_pass1_wl,4.26,mm
setup_path,r2r-start,"A_reg[1]",
timing,setup_tns,0,ns
setup_path,critPathArrivalTime,4.20,ns
logic_synthesis,yosys.cell_types.count,33,
logic_synthesis,syn_area,0.00125,mm2
clocking,htreeDepth,1,
logic_synthesis,synthTopLogicFamily,"adder cells",
logic_synthesis,ys_warn_count,2,
global_routing,antenna_found_initial,0,
clocking,holdBufCountCts,0,
logic_synthesis,edf_count,0,
power,leakagePower,0.731,nW
job,max_cap_violations,0,
timing,setup_viol,0,
drt,via_count,798,
clocking,cts_root_buffer,"clkbuf_8",
logic_synthesis,top_cells_by_area,"dfrtp_1 52%, ha_1 10%, fa_1 6.4%",
clocking,cts_made_buffers,3,
placed_design,gp_congestion,0.725,
clocking,cts.clk_slew.worst_paths,0.09,ns
logic_synthesis,synth_seq_share,52.2,%
timing,slew_headroom,75.8,%
drt,wl,2.67,mm
logic_synthesis,top_area_share,52.2,%
setup_path,crit_path_end,"Sum_out[7]",
placed_design,dp_hpwl,2.15,mm
layout,most-common-layout-cells,"27 x clkdlybuf4s50_1, 26 x dfrtp_1, 11 x inv_1",
clocking,cts_tree,"done",
layout,final_cells,268,
timing,max_freq,0.247,GHz
clocking,clk_latency,0.27,ns
setup_path,rr_worst_depth,16,
logic_synthesis,ys.flops,26,
setup_path,end_kind,"flip-flop",
timing,finalCriticalPeriod,4.04,ns
timing,rsz0062_at_grt,"no",
global_routing,grtUsageTotal,3.45,%
power,ir_worst_vdd,0.114,mV
logic_synthesis,ys_sh_simple,10.0,%
layout,drive_gt1_share,9.09,%
die,rows,37,
clocking,cts_setup_buffers,0,
layout,final_common_cell,"clkdlybuf4s50_1",
clocking,cts.sinks,26,
drt,ant_nets,0,
drt,remaining_drc_errors,0,
setup_path,regToRegSetupSlack,0.36,ns
clocking,cts_resized,0,
drt,n_antenna_cell,0,
job,log.warning_count,25,
logic_synthesis,syn_area_per_cell,12.3,um2
setup_path,worstSetupStartpoint,"A_reg[1]",
layout,fin_util,16.9,%
global_routing,overflow,0,
drt,drt-vias-per-instance,2.98,
timing,finalClockSkew,0.00539,ns
die,die_y,124,um
timing,slew_violations,0,
placed_design,port_buffers,27,
die,boundaryPins,28,
timing,hold_viol,0,
placed_design,dp_cells,264,
setup_path,crit_fanout,7,
setup_path,critical_path_required,4.56,ns
setup_path,cp-start-kind,"flip-flop",
timing,whs,0.570,ns
global_routing,grt_pass1_vias,879,
logic_synthesis,synth_stat.cells,101,
layout,syn_to_final_growth,41.4,%
power,p_per_area,391,mW/mm2
logic_synthesis,synthesis.instances,101,
timing,period_used_share,91.9,%
die,die_x,124,um
logic_synthesis,synth_top_flop_cell,"dfrtp_1",
logic_synthesis,synth-async-reset-ratio,100,%
logic_synthesis,synth.area.mux_share,0.803,%
worst_hold_path,min-delay-start,"B_reg[4]",
global_routing,grt_max_degree,27,
[worst min-delay path by stage]
| stage | to | slack [ns] | cells after the start |
|---|---|---|---|
| after global routing | Sum_out[4] | 0.60 | 1 |
| after CTS | Sum_out[4] | 0.58 | 1 |
| final | Sum_out[4] | 0.57 | 1 |
[power breakdown]
| part | internal [mW] | switching [mW] | leakage [nW] |
|---|---|---|---|
| registers | 0.279 | 0.0106 | 0.302 |
| logic | 0.124 | 0.0813 | 0.393 |
| clock network | 0.122 | 0.0725 | 0.0357 |
| total | 0.525 | 0.165 | 0.731 |
[cell usage after synthesis (3+ instances only)]
cell type	count
a21oi_1	4
dfrtp_1	26
fa_1	4
ha_1	10
inv_1	11
nor2_1	7
xnor2_1	5
xor2_1	3
[worst max-delay path: stages (launching register included)]
cell and delay, ns:
dfrtp_1 0.37, ha_1 0.40, nand3b_2 0.26, and3_1 0.19
o21a_1 0.17, or2_2 0.31, fa_1 0.45, xor2_1 0.25
nor3_1 0.09, a32o_1 0.27, nor2_1 0.15, o211a_1 0.19
ha_1 0.14, inv_1 0.05, fa_1 0.37, xnor2_1 0.14
xnor2_1 0.13
[routing by layer]
layer	up-vias	part of all wire, %	wire length (um)	global-route usage [%]
met3	2	9.5	252	1.56
li1	403	-	-	-
met2	25	45	1210	5.36
met4	0	1.3	35	0.647
met5	-	0	0	0
met1	368	44	1170	4.40
[through the flow]
stage | setup WS [ns] | area (um2)
after floorplan | 0.693 | 1250
after global placement | 0.473 | 1690
after detailed placement | 0.463 | 1690
after CTS | 0.363 | 1760
after global routing | 0.0703 | 1760
final | 0.358 | 1760
[logic make-up after synthesis]
family / after synthesis
buffers and inverters: 12
multiplexers: 1
XOR/XNOR: 8
adder cells (fa/ha/maj): 14
AND/OR/NAND/NOR: 21
flip-flops: 26
AND-OR/OR-AND: 19
[cell type report]
class | count | area [um2]
clock buffer | 3 | 41.3
multi-input combinational | 63 | 551
clock inverter | 1 | 30.0
timing repair buffer | 28 | 278
fill | 1119 | 8650
inverter | 11 | 41.3
tap | 136 | 170
sequential | 26 | 651
Power figures rest on the tool's default switching activity, not on a simulated workload.
